[design/flow/config.mk]
export PLATFORM = sky130hd
export DESIGN_NAME = pwm_dcmotor
export DESIGN_NICKNAME = pwm_dcmotor
export VERILOG_FILES = /design/flow/design.v
export SDC_FILE = /design/flow/constraint.sdc
export NUM_CORES = 4
export LEC_CHECK = 1
export CORE_UTILIZATION = 40
[design/flow/constraint.sdc]
current_design pwm_dcmotor

set clk_period 5.7
set clk_io_pct 0.2

create_clock -name clk0 -period $clk_period [get_ports {clk}]

set non_clock_inputs [all_inputs -no_clocks]
set_input_delay [expr $clk_period * $clk_io_pct] -clock clk0 $non_clock_inputs
set_output_delay [expr $clk_period * $clk_io_pct] -clock clk0 [all_outputs]
[design/flow/design.v]
`timescale 1ns / 1ps
module btn_debounce_10ms(
    input clk,
    input rst,
    input i_btn,
    output o_btn
);
    parameter F_COUNT = 1000;
    reg [$clog2(F_COUNT)-1:0] r_counter;
    reg r_clk;  
    reg [7:0] q_reg, q_next;  
    wire w_debounce;  
    always @(posedge clk, posedge rst) begin
       if (rst) begin
            r_counter <=0;
            r_clk <=0;
       end else begin
            if (r_counter == (F_COUNT-1)) begin
                r_counter <=0;
                r_clk <= 1'b1;
            end else begin
                r_counter <= r_counter +1;  
                r_clk <= 1'b0;
            end
       end 
    end
    always @(posedge r_clk, posedge rst) begin  
        if (rst) begin
            q_reg <= 0;
        end else begin
            q_reg <= q_next;
        end
    end
    always @(i_btn, q_reg) begin  
        q_next = {i_btn, q_reg[7:1]};
    end
    assign w_debounce = &q_reg;
    reg r_edge_q;  
    always @(posedge clk, posedge rst) begin
        if (rst) begin
            r_edge_q <=0;
        end else begin
            r_edge_q <= w_debounce;
        end
    end
    assign o_btn = ~(r_edge_q) & w_debounce; 
endmodule
`timescale 1ns / 1ps
module fnd_display(
    input clk,          
    input timer_mode,            
    input [6:0] timer_seconds,   
    input [1:0] in1_in2,         
    input [3:0] display_number,  
    output [3:0] an,             
    output [6:0] seg,            
    output dp                    
);
    parameter FORWARD =  4'b1010;  
    parameter BACKWARD = 4'b1011;  
    reg [3:0] LED_BCD;
    reg [26:0] refresh_counter = 0;
    reg [1:0] LED_activating_counter;
    reg [3:0] r_an;
    reg r_dp;
    assign an = r_an;
    assign dp = r_dp;
    always @(posedge clk) begin
        refresh_counter <= refresh_counter + 1;
    end
    always @(*) begin
        LED_activating_counter = refresh_counter[19:18];
    end
    always @(*) begin
        if (timer_mode) begin
            case (LED_activating_counter)
                2'b00: begin
                    r_an = 4'b1110;  
                    LED_BCD = timer_seconds % 10;  
                    r_dp = 1'b1;
                end
                2'b01: begin
                    r_an = 4'b1101;  
                    LED_BCD = timer_seconds / 10;  
                    r_dp = 1'b1;
                end
                default: begin
                    r_an = 4'b1111;  
                    LED_BCD = 4'd0;
                    r_dp = 1'b1;
                end
            endcase
        end else begin
            case (LED_activating_counter)
                2'b00: begin
                    r_an = 4'b0111;
                    if (in1_in2 == 2'b10)
                        LED_BCD = FORWARD;
                    else if (in1_in2 == 2'b01)
                        LED_BCD = BACKWARD;
                    else
                        LED_BCD = 4'd0;
                    r_dp = 1'b1;
                end
                2'b01: begin
                    r_an = 4'b1011;
                    LED_BCD = (display_number % 1000) / 100;
                    r_dp = 1'b1;
                end
                2'b10: begin
                    r_an = 4'b1101;
                    LED_BCD = ((display_number % 1000) % 100) / 10;
                    r_dp = 1'b1;
                end
                2'b11: begin
                    r_an = 4'b1110;
                    LED_BCD = ((display_number % 1000) % 100) % 10;
                    r_dp = 1'b1;
                end
            endcase
        end
    end
    reg [6:0] r_fnd_dis;
    assign seg = r_fnd_dis;
    always @(*) begin
        case (LED_BCD)
            4'b0000: r_fnd_dis = 7'b0000001;  
            4'b0001: r_fnd_dis = 7'b1001111;  
            4'b0010: r_fnd_dis = 7'b0010010;  
            4'b0011: r_fnd_dis = 7'b0000110;  
            4'b0100: r_fnd_dis = 7'b1001100;  
            4'b0101: r_fnd_dis = 7'b0100100;  
            4'b0110: r_fnd_dis = 7'b0100000;  
            4'b0111: r_fnd_dis = 7'b0001111;  
            4'b1000: r_fnd_dis = 7'b0000000;  
            4'b1001: r_fnd_dis = 7'b0000100;  
            4'b1010: r_fnd_dis = 7'b0111000;  
            4'b1011: r_fnd_dis = 7'b1100000;  
            default: r_fnd_dis = 7'b0000001;  
        endcase
    end
endmodule
`timescale 1ns / 1ps
module pwm_dcmotor (
    input clk,    
    input rst,
    input increase_duty_btn,    
    input decrease_duty_btn,    
    input [1:0] motor_direction,   
    input timer_mode_sw,         
    input timer_start_btn,       
    output PWM_OUT,        
    output PWM_OUT_LED,
    output [1:0] in1_in2,   
    output [3:0] an,     
    output [6:0] seg,     
    output dp
    );
    wire w_debounced_inc_btn;
    wire w_debounced_dec_btn;
    wire w_debounced_timer_start;
    wire [3:0] w_DUTY_CYCLE;
    wire [6:0] w_timer_seconds;
    wire w_timer_running;
    wire w_motor_enable;
    wire w_clk_1hz;
     btn_debounce_10ms u_debounce_timer_start(
        .clk(clk),
        .rst(rst),
        .i_btn(timer_start_btn),
        .o_btn(w_debounced_timer_start)
    );
    btn_debounce_10ms u_debounce_inc(
        .clk(clk),
        .rst(rst),
        .i_btn(increase_duty_btn),  
        .o_btn(w_debounced_inc_btn)  
    );
    btn_debounce_10ms u_debounce_dec(
        .clk(clk),   
        .rst(rst),
        .i_btn(decrease_duty_btn),  
        .o_btn(w_debounced_dec_btn)  
    );
    clk_divider_1hz u_clk_div(
        .clk(clk),
        .rst(rst),
        .clk_1hz(w_clk_1hz)
    );
    timer_setting u_timer_setting (
        .clk(clk),
        .rst(rst),
        .timer_mode(timer_mode_sw),
        .inc_btn(w_debounced_inc_btn),
        .dec_btn(w_debounced_dec_btn),
        .start_btn(w_debounced_timer_start),
        .clk_1hz(w_clk_1hz),
        .timer_seconds(w_timer_seconds),
        .timer_running(w_timer_running)
    );
    assign w_motor_enable = timer_mode_sw ? w_timer_running : 1'b1;
    pwm_duty_cycle_control u_pwm_duty_cycle_control (
        .clk(clk),
        .rst(rst),
        .motor_enable(w_motor_enable),
        .duty_inc(timer_mode_sw ? 1'b0 : w_debounced_inc_btn),
        .duty_dec(timer_mode_sw ? 1'b0 : w_debounced_dec_btn),
        .DUTY_CYCLE(w_DUTY_CYCLE),
        .PWM_OUT(PWM_OUT),
        .PWM_OUT_LED(PWM_OUT_LED)
    );
    fnd_display u_fnd_display (
        .clk(clk),
        .timer_mode(timer_mode_sw),
        .timer_seconds(w_timer_seconds),
        .in1_in2(in1_in2),
        .display_number(w_DUTY_CYCLE),
        .an(an),
        .seg(seg),
        .dp(dp)
    );
    assign in1_in2 = motor_direction;
endmodule
`timescale 1ns / 1ps
module pwm_duty_cycle_control (
    input clk,
    input rst,
    input motor_enable,
    input duty_inc,
    input duty_dec,
    output [3:0] DUTY_CYCLE,
    output PWM_OUT,
    output PWM_OUT_LED
); 
    reg [3:0] r_DUTY_CYCLE = 5;
    reg [3:0] r_counter_PWM = 0;
    always @(posedge clk or posedge rst) begin
        if (rst) r_DUTY_CYCLE <= 4'd5;
        else begin
            if (duty_inc && r_DUTY_CYCLE < 9)
                r_DUTY_CYCLE <= r_DUTY_CYCLE + 1;
            else if (duty_dec && r_DUTY_CYCLE > 0)
                r_DUTY_CYCLE <= r_DUTY_CYCLE - 1;
        end
    end
    always @(posedge clk or posedge rst) begin
        if (rst) r_counter_PWM <= 0;
        else if (r_counter_PWM >= 9)
            r_counter_PWM <= 0;
        else
            r_counter_PWM <= r_counter_PWM + 1;
    end
    assign PWM_OUT = motor_enable ? ((r_counter_PWM < r_DUTY_CYCLE) ? 1 : 0) : 1'b0;
    assign PWM_OUT_LED = PWM_OUT;
    assign DUTY_CYCLE = r_DUTY_CYCLE;
endmodule
`timescale 1ns / 1ps
module clk_divider_1hz (
    input clk,           
    input rst,           
    output reg clk_1hz   
);
    parameter MAX_COUNT = 100_000_000 - 1;  
    reg [26:0] count;   
    always @(posedge clk or posedge rst) begin
        if (rst) begin
            count <= 27'd0;
            clk_1hz <= 1'b0;
        end else begin
            if (count >= MAX_COUNT) begin
                count <= 27'd0;
                clk_1hz <= 1'b1;   
            end else begin
                count <= count + 1;
                clk_1hz <= 1'b0;
            end
        end
    end
endmodule
`timescale 1ns / 1ps
module timer_setting (
    input clk,                 
    input rst,                 
    input timer_mode,          
    input inc_btn,             
    input dec_btn,             
    input start_btn,           
    input clk_1hz,             
    output reg [6:0] timer_seconds,   
    output reg timer_running            
);
    reg [6:0] r_set_seconds;
    reg [6:0] r_count_seconds;
    reg r_timer_finished;
    always @(posedge clk or posedge rst) begin
        if (rst) begin
            r_set_seconds     <= 7'd0;
            r_count_seconds   <= 7'd0;
            timer_running     <= 1'b0;
            r_timer_finished  <= 1'b0;
        end else if (timer_mode) begin
            if (!timer_running) begin
                if (start_btn && r_set_seconds > 0) begin
                    timer_running     <= 1'b1;
                    r_timer_finished  <= 1'b0;
                    r_count_seconds   <= r_set_seconds;
                end else begin
                    if (inc_btn && r_set_seconds < 7'd99)
                        r_set_seconds <= r_set_seconds + 1;
                    else if (dec_btn && r_set_seconds > 0)
                        r_set_seconds <= r_set_seconds - 1;
                end
            end else if (timer_running && clk_1hz) begin
                if (r_count_seconds > 0)
                    r_count_seconds <= r_count_seconds - 1;
                else begin
                    timer_running     <= 1'b0;
                    r_timer_finished  <= 1'b1;
                    r_set_seconds     <= 7'd0;   
                end
            end
        end else begin
            timer_running     <= 1'b0;
            r_timer_finished  <= 1'b0;
            r_set_seconds     <= 7'd0;
            r_count_seconds   <= 7'd0;
        end
    end
    always @(*) begin
        if (timer_mode) begin
            if (timer_running)
                timer_seconds = r_count_seconds;
            else
                timer_seconds = r_set_seconds;
        end else begin
            timer_seconds = 7'd0;
        end
    end
endmodule
[design/flow/run.sh]
#!/bin/bash
# OpenROAD 26Q1-2900-gdf79404cd8, Yosys 0.63+post, stock flow scripts
make -C /OpenROAD-flow-scripts/flow DESIGN_CONFIG=/design/flow/config.mk WORK_HOME=/design/flow/orfs finish
==> GITHUB_STEP_SUMMARY <==
### Flow metrics

| Metric | Value |
|---|---|
| Result of the run | finished, violations left |
| Violated checks | negative setup slack |
| Area of the mapped netlist | 0.00730 mm2 |
| Core region area | 0.0179 mm2 |
| Total negative slack for setup checks | -0.390 ns |
| Final setup viols | 5 |
| Critical path peak fanout | 3 |
| Worst hold path class | flip-flop to flip-flop |
| Post-place setup slack | -0.920 ns |
| Floorplan die width | 137 um |
| Final setup margin | -0.154 ns |
| Number of flops mapped to enable cells by yosys | 0 |
| Number of antenna violations at the first check in global routing | 0 |
| Number of violations reported at the end of detailed-routing iteration 0 | 233 |
| Average detailed-routed wire length per instance | 12.8 um |
| Proportion of synthesized chip area in sequential cells | 43.6% |
| Inserted Clock Buffers | 9 |
| Largest buffer count on any clock path | 2 |
| Required @ worst endpoint | 4.56 ns |
| Signal arrival time at the worst endpoint | 4.71 ns |
| Placed Cells incl. Taps | 1060 |
| Post-CTS clock slew at the launch and capture registers of the worst setup and hold paths | 0.07 ns |
| Count of warning messages emitted by the tools | 42 |
| Largest net degree at the start of global routing | 58 |
| Synth top area share | 37.4% |
| Yosys Chip Area | 0.00730 mm2 |
| Dominant register cell in the synthesized netlist | sky130_fd_sc_hd__dfrtp_1 |
| Worst slew margin | 45.1% |
| Yosys top cell by area | sky130_fd_sc_hd__dfrtp_1 |
| Main logic family | simple AND/OR/NAND/NOR gates |
| Via count of the first global-routing pass | 5227 |
| Gate family responsible for the most delay along the worst path | AND-OR/OR-AND gates |
| H-Tree Depth | 3 |
| Boundary pin count | 24 |
| Maxcap violations | 0 |
| Antenna Diode Count | 0 |
| Synth mux share | 3.45% |
| Registers with the most flip-flops | u_clk_div.count (27), u_fnd_display.refresh_counter (20) |
| Aggregate routed wire length | 14.0 mm |
| Largest cells by area | sky130_fd_sc_hd__dfrtp_1 (37%), sky130_fd_sc_hd__ha_1 (7.4%), sky130_fd_sc_hd__dfxtp_1 (5.5%) |
| RePlAce Congestion | 0.922 |
| Synthesized area divided by synthesized cell count | 9.49 um2 |
| Pins over their slew limit | 0 |
| Standard cell area after detailed placement | 0.00819 mm2 |
| Max Clk Rate | 0.171 GHz |
| Largest reg by FF count | u_clk_div.count |
| Layout Cell Area excl Fill | 0.00884 mm2 |
| Fill cell instance count of the final layout | 1647 |
| GRT overflow | 0 |
| XOR/XNOR share of the synthesized area | 8.40% |
| Register pins left without a clock | 24 |
| Cell with the most instances after synthesis | sky130_fd_sc_hd__dfrtp_1 |
| Number of synthesized register bits | 131 |
| Unique cell type count in the Yosys netlist | 71 |
| Asr flop ratio synth | 84.7% |
| Buffer-and-inverter tally for the worst setup path | 6 |
| Cell count listed in synth_stat.txt | 769 |
| RSZ-0062 raised after global routing | true |
| Ratio of cells with drive above 1 in the final layout | 19.2% |
| Standby leakage power | 0.00391 uW |
| Number of hold violations in the final report | 0 |
| Vias per std cell | 5.12 |
| Worst supply voltage drop on vdd | 0.248 mV |
| Number of standard cells in the final layout excluding fillers | 1093 |
| Insertion delay to the later sink of the worst-skew pair | 0.35 ns |
| Detailed-route via count | 5595 |
| Global-route wire length before repair | 24.4 mm |
| YS warnings | 5 |
| Placed wire-length estimate after detailed placement | 9.94 mm |
| Total of hold buffers inserted after clock tree synthesis | 0 |
| Number of unconstrained endpoints | 27 |
| Buffer type at the clock tree root | sky130_fd_sc_hd__clkbuf_16 |
| Power per cell area | 298 mW/mm2 |
| Actual slew at the worst max-slew pin | 0.815 ns |
| Rows | 49 |
| Total Die Area | 0.0188 mm2 |
| Number of detailed-routing iterations run before antenna repair | 4 |
| Max FFs per register | 27 |
| Post-layout minimum cycle time | 5.85 ns |
| Core Util at FP | 40.8% |
| TritonCTS clock tree | done |
| Final worst-path cycle share | 103% |
| Setup clock skew after layout | 0.00695 ns |
| Crit start category | input port |
| Crit. End Element | output pin |
| Worst stage delay on the critical path | 0.32 ns |
| Remaining routing DRC violations | 0 |
| Global-route total usage across every layer | 16.4% |
| Critical path class | input port to output pin |
| # port buffers | 22 |
| Synthesized-area fraction occupied by adder cells | 7.92% |
| Detail Route Antenna Nets | 0 |
| Master of the slowest instance on the critical path | sky130_fd_sc_hd__o311a_1 |
| Commonest cells in the netlist | sky130_fd_sc_hd__dfrtp_1 (109), sky130_fd_sc_hd__nor2_1 (98), sky130_fd_sc_hd__nand2_1 (53) |
| Synthesized netlist cell count | 769 |
| Simple-gate share of the synthesized area | 19.8% |
| Vertical die dimension | 137 um |
| Layout Area Growth over Synthesis | 21.1% |
| Compound Share, Synth | 12.9% |
metal layers:
| metal | global-route usage [%] | wire (um) | vias to the layer above |
|---|---|---|---|
| met4 | 2.08 | 204 | 0 |
| met5 | 0 | 0 | - |
| met3 | 2.15 | 405 | 21 |
| met1 | 27.5 | 7370 | 2620 |
| li1 | - | - | 2874 |
| met2 | 23.8 | 6020 | 80 |
final timing paths:
kind                                                          startpoint                                       endpoint  slack [ns]  depth (start not counted)
worst max-delay path                                       timer_mode_sw                                         seg[2]       -0.15                         26
worst min-delay path            u_fnd_display.refresh_counter[0]$_DFF_P_       u_fnd_display.refresh_counter[0]$_DFF_P_        0.44                          1
worst max register to register         u_debounce_inc.r_edge_q$_DFF_PP0_   u_timer_setting.r_set_seconds[6]$_DFFE_PP0P_        2.50                         12
worst min register to register  u_fnd_display.refresh_counter[0]$_DFF_P_       u_fnd_display.refresh_counter[0]$_DFF_P_        0.44                          1
max in group asynchronous                                            rst  u_debounce_timer_start.r_counter[2]$_DFF_PP0_        3.29                          3
min in group asynchronous                                            rst          u_debounce_inc.r_counter[0]$_DFF_PP0_        1.25                          2
area by class of cell:
type	count	area (um2)	share of cell area [%]
Clock buffer	10	239	2.70
Clock inverter	6	65.1	0.736
Inverter	42	165	1.87
Multi-Input combinational cell	574	4080	46.2
Sequential cell	131	3180	36.0
Tap cell	229	287	3.24
Timing Repair Buffer	101	821	9.29
power by group:
| group | total, uW | internal, uW | switching (uW) | leakage, uW |
|---|---|---|---|---|
| registers | 790 | 772 | 18.0 | 0.00159 |
| clock network | 629 | 353 | 277 | 0.000148 |
| logic | 1210 | 658 | 555 | 0.00217 |
kinds of logic after synthesis:
family | count (synthesis)
other cells | 1
mux | 24
fa+ha+maj | 45
compound gates | 135
flops | 131
buf+inv | 64
simple gates | 299
xor+xnor | 70
cells in the final DEF, fill, tap and decap left out, types with 16 or more instances in the layout:
| cell type | count |
|---|---|
| sky130_fd_sc_hd__o21ai_0 | 27 |
| sky130_fd_sc_hd__inv_1 | 33 |
| sky130_fd_sc_hd__nand3_1 | 36 |
| sky130_fd_sc_hd__a21oi_1 | 32 |
| sky130_fd_sc_hd__nand4_1 | 20 |
| sky130_fd_sc_hd__dfrtp_1 | 109 |
| sky130_fd_sc_hd__nor2_1 | 95 |
| sky130_fd_sc_hd__dfxtp_1 | 20 |
| sky130_fd_sc_hd__nor3_1 | 16 |
| sky130_fd_sc_hd__ha_1 | 34 |
| sky130_fd_sc_hd__buf_4 | 70 |
| sky130_fd_sc_hd__nand2_1 | 52 |
| sky130_fd_sc_hd__xor2_1 | 33 |
| sky130_fd_sc_hd__xnor2_1 | 36 |
what timing repair did:
action | in CTS | in global routing
pin swaps | 43 | 18
setup endpoints to repair | 7 | 7
buffers inserted | 18 | 1
resized | 72 | 8
metrics by stage:
| stage | total power, uW | hold WS, ns | util, % |
|---|---|---|---|
| global route | 2810 | 0.466 | 49.4 |
| CTS | 2630 | 0.437 | 49.2 |
| floorplan | 1420 | 0.390 | - |
| finish | 2630 | 0.437 | 49.4 |
| global placement | 1790 | 0.412 | 45.7 |
| detailed placement | 1790 | 0.415 | 45.7 |
Power and IR drop assume default switching activity.
